[flow/run.sh]
#!/bin/bash
# OpenROAD 26Q1-2900-gdf79404cd8, Yosys 0.63+post, stock flow scripts
make -C /OpenROAD-flow-scripts/flow DESIGN_CONFIG=/design/flow/config.mk WORK_HOME=/design/flow/orfs finish
[flow/config.mk]
export PLATFORM = sky130hd
export DESIGN_NAME = spi_master_top
export DESIGN_NICKNAME = spi_master_top
export VERILOG_FILES = /design/flow/design.v
export SDC_FILE = /design/flow/constraint.sdc
export NUM_CORES = 4
export LEC_CHECK = 1
export CORE_UTILIZATION = 40
[flow/constraint.sdc]
current_design spi_master_top

set clk_period 2.7
set clk_io_pct 0.2

create_clock -name clk0 -period $clk_period [get_ports {clk}]

set non_clock_inputs [all_inputs -no_clocks]
set_input_delay [expr $clk_period * $clk_io_pct] -clock clk0 $non_clock_inputs
set_output_delay [expr $clk_period * $clk_io_pct] -clock clk0 [all_outputs]
[flow/design.v]
module spi_master_top #(
    parameter DATA_WIDTH = 8,
    parameter SCLK_CNT   = 10
) (
    input                       clk,
    input                       rst_n,
    input  [2*DATA_WIDTH : 0]   cmd_in,
    input                       cmd_vld,
    output                      cmd_rdy,
    output                      m_read_vld,
    output [DATA_WIDTH - 1 : 0] m_read_data,
    output                      sclk,
    output                      cs_n,
    output                      mosi,
    input                       miso,
    input                       s_read_vld
);
    localparam CMD_CNT_WIDTH  = $clog2(2*DATA_WIDTH) + 1;
    localparam SCLK_CNT_WIDTH = $clog2(SCLK_CNT) + 1;
    wire [SCLK_CNT_WIDTH - 1 : 0] clk_cnt;
    reg  [SCLK_CNT_WIDTH - 1 : 0] r_clk_cnt;
    wire                          send_cnt_done;
    wire                          rec_cnt_done;
    reg r_cs_n;
    reg r_sclk;
    wire cmd_fire = cmd_vld && cmd_rdy;
    assign cs_n = r_cs_n;
    always @(posedge clk or negedge rst_n) begin  
        if(!rst_n) begin
            r_cs_n <= 1'b1;
        end
        else if(cmd_fire) begin
            r_cs_n <= 1'b0;
        end
        else if(send_cnt_done && !cs_n) begin
            r_cs_n <= 1'b1;
        end
        else if(s_read_vld) begin
            r_cs_n <= 1'b0;
        end
        else if(rec_cnt_done && !cs_n) begin
            r_cs_n <= 1'b1;
        end
    end
    assign sclk = r_sclk;
    always @(posedge clk or negedge rst_n) begin  
        if(!rst_n) begin
            r_sclk <= 1'b0;
        end
        else if(!cs_n) begin
            if(clk_cnt == SCLK_CNT / 2) begin
                r_sclk <= 1'b1; 
            end
            else if(clk_cnt == SCLK_CNT) begin
                r_sclk <= 1'b0;
            end
        end
        else begin
            r_sclk <= 1'b0;
        end      
    end
    assign clk_cnt = r_clk_cnt;
    always @(posedge clk or negedge rst_n) begin  
        if(!rst_n) begin
            r_clk_cnt <= 'b0;
        end
        else if(!cs_n) begin
            r_clk_cnt <= r_clk_cnt + 1'b1;
            if(r_clk_cnt == SCLK_CNT) begin
                r_clk_cnt <= 'b0;
            end
        end
    end
    spi_master_tx #(
        .DATA_WIDTH(DATA_WIDTH),
        .SCLK_CNT(SCLK_CNT)
        ) u_spi_master_tx(
        .clk(clk),
        .rst_n(rst_n),
        .cmd_in(cmd_in),
        .cmd_vld(cmd_vld),
        .cmd_rdy(cmd_rdy),
        .mosi(mosi),
        .send_cnt_done(send_cnt_done),
        .clk_cnt(clk_cnt),
        .cs_n(cs_n)
        );
    spi_master_rx #(
        .DATA_WIDTH(DATA_WIDTH),
        .SCLK_CNT(SCLK_CNT)
        ) u_spi_master_rx(
        .clk(clk),
        .rst_n(rst_n),
        .miso(miso),
        .s_read_vld(s_read_vld),
        .m_read_data(m_read_data),
        .m_read_vld(m_read_vld),
        .clk_cnt(clk_cnt),
        .cs_n(cs_n),
        .rec_cnt_done(rec_cnt_done)
        );
endmodule
module spi_master_tx #(
    parameter DATA_WIDTH = 8,
    parameter SCLK_CNT   = 10
)(
    input                          clk,
    input                          rst_n,
    input  [2*DATA_WIDTH : 0]      cmd_in,
    input                          cmd_vld,
    output                         cmd_rdy,
    output                         mosi,
    input [SCLK_CNT_WIDTH - 1 : 0] clk_cnt,
    output                         send_cnt_done,
    input                          cs_n
);
    localparam CMD_CNT_WIDTH  = $clog2(2*DATA_WIDTH) + 1;
    localparam SCLK_CNT_WIDTH = $clog2(SCLK_CNT) + 1;
    reg  [CMD_CNT_WIDTH-1 : 0]    send_cnt;
    reg  [2*DATA_WIDTH : 0]       r_cmd_in;
    wire                          cmd_fire;
    wire                          send_cnt_done;
    reg                           busy;
    wire                          cs_n;
    assign send_cnt_done = (send_cnt == 2*DATA_WIDTH) && (clk_cnt == SCLK_CNT);
    assign cmd_rdy = !busy;
    assign cmd_fire = cmd_rdy && cmd_vld;
    always @(posedge clk or negedge rst_n) begin
        if(!rst_n) begin
            send_cnt <= 'b0; 
        end
        else if(!cs_n && (clk_cnt == SCLK_CNT)) begin
            send_cnt <= send_cnt + 1'b1;
            if(send_cnt_done) begin
                send_cnt <= 'b0;
            end
        end
        else if(cs_n) begin
            send_cnt <= 'b0;
        end
    end
    always @(posedge clk or negedge rst_n) begin
        if(!rst_n) begin
            r_cmd_in <= 'b0;
        end
        else if(cmd_fire) begin
            r_cmd_in <= cmd_in;
        end
    end
    always @(posedge clk or negedge rst_n) begin
        if(!rst_n) begin
            busy <= 'b0;
        end
        else begin
            if(cmd_fire) begin
               busy <= 1'b1; 
            end
            if(send_cnt_done) begin
                busy <= 1'b0;
            end
        end
    end
    assign mosi = r_cmd_in[send_cnt];
endmodule
module spi_master_rx #(
    parameter DATA_WIDTH = 8,
    parameter SCLK_CNT   = 10
) (
    input                          clk,
    input                          rst_n,
    input                          miso,
    input                          s_read_vld,
    output                         m_read_vld,
    output [DATA_WIDTH-1 : 0]      m_read_data,
    input [SCLK_CNT_WIDTH - 1 : 0] clk_cnt,
    output                         rec_cnt_done,
    input                          cs_n
);
    localparam CNT_WIDTH      = $clog2(DATA_WIDTH) + 1;
    localparam SCLK_CNT_WIDTH = $clog2(SCLK_CNT) + 1;
    reg [CNT_WIDTH-1 : 0] rec_cnt;
    reg [DATA_WIDTH-1 :0] r_read_data;
    reg                   rec_cnt_done_delay;
    assign rec_cnt_done = (rec_cnt == DATA_WIDTH - 1) && (clk_cnt == SCLK_CNT);
    always @(posedge clk or negedge rst_n) begin
        if(!rst_n) begin
            rec_cnt <= 'b0;
        end
        else if(!cs_n && (clk_cnt == SCLK_CNT) && s_read_vld_delay) begin
            rec_cnt <= rec_cnt + 1'b1;
                if(rec_cnt_done) begin
                    rec_cnt <= 'b0;
                end  
        end
        else if(cs_n) begin
            rec_cnt <= 'b0;
        end
    end
    reg s_read_vld_delay;
    always @(posedge clk or negedge rst_n) begin
        if(!rst_n) begin
            s_read_vld_delay <= 'b0;
        end
        else if(cs_n) begin
            s_read_vld_delay <= s_read_vld;
        end
    end
    always @(posedge clk or negedge rst_n) begin
        if(!rst_n) begin
            rec_cnt_done_delay <= 'b0;
        end
        else begin
            rec_cnt_done_delay <= rec_cnt_done;
        end
    end
    always @(posedge clk or negedge rst_n) begin
        if(!rst_n) begin
            r_read_data <= 'b0;
        end
        else if(!cs_n && (clk_cnt == SCLK_CNT)) begin
            r_read_data[rec_cnt] <= miso;
        end
    end
    assign m_read_vld = rec_cnt_done_delay;
    assign m_read_data = r_read_data;
endmodule
==> metrics.yaml <==
hold_violations: 0
async_flop_share_pct: 100
top_cell: "dfrtp_1"
cts_tree: "built"
ys_ff: 44
rows: 26
synth_adder_area_share_pct: 5.54
yosys.area.top_type: "dfrtp_1"
cp_max_fo: 5
syn_inst: 204
fin_crit_sh_pct: 85.3
max_freq_mhz: 434
initial_utilization_pct: 42.8
setup.worst_path.end: "mosi"
cts-root-buf: "clkbuf_8"
ant_nets: 0
die_h_um: 77.1
p_leak_uw: 0.00115
cts_resized: 2
routed_wl_um: 4140
startpoint_type: "flop"
synth_seq_share_pct: 48.8
r2r_slack_ns: 0.66
vias_per_cell: 5.19
grt_antenna_before_repair: 0
synth_area_um2: 2260
reg2regPathDepth: 6
grt_setup_unrepaired: "false"
outcome: "completed"
logic_family: "simple AND/OR/NAND/NOR gates"
ys_sh_simple_pct: 15.7
clkTransAtPathRegs_ns: 0.08
drt_iter0_markers: 73
overflow: 0
power.density_nw_per_um2: 758
ys_cells: 204
netSwitchingPower_uw: 683
grt_usage_pct: 15.7
numCtsBuffers: 5
crit_arrival_ns: 1.76
flop_area_um2: 1100
final_util_pct: 52.7
skew_ns: 0.00378
timing.hold.ws_ns: 0.305
fin_crit_ns: 2.30
switching_share_pct: 32.5
post_cts_buffers: 0
drive_above_1_share_pct: 18.3
cts_hold_buf: 0
hpwl_um: 2870
core_area_um2: 5270
edf_count: 0
nFillCells: 494
antennaDiodeCount: 0
cap_violations: 0
drt_pass1_iterations: 4
drc: 0
die_x_um: 77.1
clock_path_buffers: 2
power.total_uw: 2100
ir_drop_uv: 338
synthAoiAreaFrac_pct: 9.09
worstSetupPathType: "reg2out"
critPathRequiredTime_ns: 2.16
slew_headroom_pct: 49.3
warning_count: 32
hold_path_class: "in2async"
ys_sh_mux_pct: 15.4
synthXorXnorAreaFrac_pct: 1.94
first_global_vias: 1583
synth_cell_type_count: 43
worstSetupEndpointType: "primary output"
h-tree-depth: 2
synth-main-ff-cell: "dfrtp_1"
port_buffers: 34
gp_congestion: 0.793
crit_start: "u_spi_master_tx.send_cnt[2]"
ioPinCount: 35
area_delta_synth_final_pct: 23.0
worstMarginPinSlew_ns: 0.760
grt_max_degree: 35
combGateArea_um2: 1070
setup_viol: 0
r2r_end: "u_spi_master_rx.r_read_data[0]"
ys_warn_count: 3
wire_per_inst_um: 13.3
timing.rr.start: "u_spi_master_rx.rec_cnt[0]"
slew_viol_final: 0
combPwrFrac_pct: 31.0
top_cells_by_count: "43 x dfrtp_1, 19 x nand2_1, 18 x mux2_2, 12 x a21oi_1"
top_area_share_pct: 47.7
vias: 1608
p_int_uw: 1420
synth_chip_area_um2: 2260
insertion_delay_ns: 0.29
area_leaders: "dfrtp_1 48%, mux2_2 9.0%, ha_1 5.5%"
power_frac_clock_pct: 23.8
clkSinkCount: 44
grt_pass1_wl_um: 7310
synth_area_per_cell_um2: 11.1
pwr-share-seq_pct: 45.2
finalSetupTns_ns: 0
dieArea_um2: 5950
==> stage by stage <==
stage | area, µm² | std cells | worst slack (ns)
6_report | 2780 | 310 | 0.396
5_1_grt | 2780 | 310 | 0.291
4_1_cts | 2770 | 310 | 0.0138
3_5_place_dp | 2660 | 302 | 0.357
3_3_place_gp | 2660 | 302 | 0.365
2_1_floorplan | 2260 | 204 | 0.780
==> worst min path at each step <==
stage	start	to	cells after the start	slack, ns
finish	rst_n	r_sclk	1	0.31
global route	rst_n	r_clk_cnt[1]	1	0.37
CTS	rst_n	r_clk_cnt[1]	1	0.34
==> kinds of logic (layout without fill, tap and decap cells) <==
group	Yosys count	count (layout)
muxes	28	28
buffers and inverters	18	54
AOI/OAI and AO/OA	35	35
and+or+nand+nor	64	64
adders and majority gates	10	10
DFF	44	44
xor gates and xnor gates	5	5
==> power by group through the flow <==
stage	Sequential (µW)	Clock [µW]	Combinational, µW
6_report	950	501	653
5_1_grt	978	551	733
4_1_cts	951	523	664
==> layout make-up <==
cell class                 instances  share of cell area [%]
clock buffer                       5                    2.48
sequential                        44                    39.8
clock inverter                     3                    1.53
tap                               70                    3.15
inverter                           8                    1.08
timing repair buffer              38                    13.2
multi-input combinational        142                    38.7
==> layer usage <==
metal | share of wire, % | GRT usage, % | wire length (µm)
met1 | 47 | 22.9 | 1950
met3 | 4.1 | 3.39 | 170
met2 | 47 | 25.5 | 1960
met4 | 1.5 | 1.89 | 61
met5 | 0 | 0 | 0
==> cell usage in the layout, fill, tap and decap left out, drive strengths merged, types with 3 or more instances in the layout <==
cell,instances
buf,5
mux4,3
clkbuf,5
nand3,8
o21ai,14
dfrtp,43
clkdlybuf4s50,32
xor2,3
nor2,10
nand3b,5
nand4,5
nand2,19
inv,8
a21oi,12
nor2b,3
mux2,20
mux2i,5
ha,10
nor3,4
==> registers in the layout (all words and copies together), names as in the netlist, 4 cells and up <==
register                     cells
u_spi_master_tx.send_cnt         5
u_spi_master_tx.r_cmd_in        17
r_clk_cnt                        5
u_spi_master_rx.r_read_data      8
u_spi_master_rx.rec_cnt          4
==> critical path, cell delays in order, from the launching register on <==
cell and delay [ns]:
dfrtp_2 0.45, mux4_2 0.51, nand2_1 0.08, a211o_1 0.12, o311ai_0 0.15, dlymetal6s2s_1 0.17
Power figures rest on the tool's default switching activity, not on a simulated workload.
